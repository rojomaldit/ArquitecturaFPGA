==> design/flow/design.v <==
module mux3 #(parameter N = 64)(input logic[N-1:0] a,b,c,
                      input logic[1:0] s,
                      output logic[N-1:0] out);
 logic[N-1:0] result; 
  always_comb begin 
    case(s)
    2'b00: result = a;
    2'b01: result = b;
    2'b10: result = c;
    default: result = a;
    endcase
  end
  assign out = result; 
endmodule
==> design/flow/run.sh <==
#!/bin/bash
# OpenROAD 26Q1-2900-gdf79404cd8, Yosys 0.63+post, stock flow scripts
make -C /OpenROAD-flow-scripts/flow DESIGN_CONFIG=/design/flow/config.mk WORK_HOME=/design/flow/orfs finish
==> design/flow/config.mk <==
export PLATFORM = sky130hd
export DESIGN_NAME = mux3
export DESIGN_NICKNAME = mux3
export VERILOG_FILES = /design/flow/design.v
export SDC_FILE = /design/flow/constraint.sdc
export NUM_CORES = 4
export LEC_CHECK = 1
export CORE_AREA = 10 10 121 121
export DIE_AREA = 0 0 131 131
==> design/flow/constraint.sdc <==
current_design mux3

set clk_period 5.7
set clk_io_pct 0.2

create_clock -name clk0 -period $clk_period

set non_clock_inputs [all_inputs -no_clocks]
set_input_delay [expr $clk_period * $clk_io_pct] -clock clk0 $non_clock_inputs
set_output_delay [expr $clk_period * $clk_io_pct] -clock clk0 [all_outputs]
==> qor.csv <==
metric;value;unit
status;finished clean;
ys_warn_count;1;
hold_viol;0;
slew_headroom;52.1;%
final_cells;627;
setup.worst_path.start_class;input port;
gp_congestion;0.786;
die_h;131;µm
worst_slew_pin_slew;0.719;ns
synth_area;1900;µm²
worstSetupEndpointType;output pin;
first_iter_violations;84;
yosysChipArea;1900;µm²
fin_crit_sh;81.2;%
diodes;0;
synth.cellmix.xorXnorShare;0;%
yosys.area_share.aoi;70.0;%
yosysUniqueCellTypes;12;
slew_violations;0;
power.density;89.1;nW/µm²
grtUsageTotal;11.0;%
viasPerCell;4.23;
cellLeakagePower;1.51;nW
synth_cells;224;
io_buffers;258;
crit_required;4.56;ns
drive_gt1_share;27.7;%
ir_drop;30.1;µV
setup_viol;0;
finalCriticalPeriod;4.63;ns
ys_top_logic_family;AND-OR/OR-AND gates;
ys_seq_share;0;%
place_inst;627;
synth_stat.cells;224;
openroad.warnings;33;
grt-ovfl-total;0;
ff_count;0;
firstDrtPassIters;4;
mux_area_share;0;%
vias;2652;
grt_pass1_vias;2734;
critPathKind;input port to output pin;
ios;258;
grt_max_degree;48;
finalSetupTns;0;ns
grt_pass1_wl;15100;µm
ctsHoldBuffers;0;
rsz0062_at_grt;no;
post_cts_buffers;0;
fp-row-count;40;
final_cell_area;4500;µm²
crit_fanout;47;
synth-simple-area-share;12.7;%
critPathArrivalTime;3.49;ns
fin_util;37.3;%
cts_resized;0;
avgSynthCellArea;8.46;µm²
routed_wl;10600;µm
clkbuf_count;0;
core_area;12100;µm²
drcViolationCount;0;
cap_violations;0;
total_power;0.000401;W
flop_area;0;µm²
syn_to_final_growth;138;%
ys_sh_adder;1.32;%
clock.fmax;216;MHz
die_area;17200;µm²
postRouteAntennaNets;0;
fp_util;15.7;%
antenna_found_initial;0;
hp-class;input port to output pin;
dpl.hpwl;9190;µm
avgRoutedWirePerCell;16.9;µm
place_area;4500;µm²
die-width;131;µm
## cell usage in the layout (no fill, tap or decap)
cell             Yosys  layout
o21ai_2             60      60
nand2_1             64      64
o21ai_1              3       3
a22oi_1              4       4
inv_1                2       2
buf_12               6       4
a22oi_2             60      60
ha_4                 0       2
o21ai_0              1       1
buf_4                9       1
clkdlybuf4s50_1      0     258
## path summary, 6_finish.rpt
path   from  endpoint  slack [ns]  cells after the start
min   a[28]   out[28]        3.19                      4
max    s[0]   out[63]        1.07                      7
## cell families (layout without fill, tap and decap cells)
| kind of cell | after synthesis | in the layout |
|---|---|---|
| AND/OR/NAND/NOR | 64 | 64 |
| AND-OR/OR-AND | 128 | 128 |
| buffers and inverters | 30 | 265 |
| adder cells (fa/ha/maj) | 2 | 2 |
## power by group
group	switching (W)	internal [W]	total, W
logic	0.000136	0.000265	0.000401
clock network	0	0	0
registers	0	0	0
total	0.000136	0.000265	0.000401
## worst max-delay path, stage by stage
cell and delay (ns):
clkdlybuf4s50_1 0.54, inv_1 0.10, ha_4 0.67, buf_12 0.29, nand2_1 0.07, o21ai_1 0.12, clkdlybuf4s50_1 0.51
## routing by layer
metal,wire length [µm],global-route usage (%),vias up
met1,3930,12.5,1178
met2,5290,19.7,144
met4,15,0,0
li1,-,-,1328
met3,1340,4.58,2
met5,0,0,-
## layout make-up
cell class	instances	area (µm²)
repair buffers	263	2670
multi-input cells	194	1620
well taps	168	210
fillers	1208	7560
inverters	2	7.51
## cell usage after synthesis (all sizes together)
master / instances / area, µm²
a22oi: 64 / 781
nand2: 64 / 240
o21ai: 64 / 546
buf: 28 / 297
ha: 2 / 25.0
inv: 2 / 7.51
## through the flow
stage,hold slack [ns],setup WS [ns]
final,3.19,1.07
after global routing,3.21,0.970
after CTS,3.20,1.07
after detailed placement,3.20,1.08
after global placement,3.20,1.10
after floorplan,2.34,2.66
Power is estimated from default activity; no workload was simulated.
