==> ./design.v <==
module fetch #(parameter size = 64)(  input logic PCSrc_F,clk,reset,
          input logic[size - 1:0] PCBranch_F,
          output logic[size - 1:0] imem_addr_F);
  logic[size - 1:0] muxOut,flopOut,adderOut;
  mux2  #(size) _mux(adderOut,PCBranch_F,PCSrc_F,muxOut);
  flopr   #(size) flop(clk,reset,muxOut,flopOut);
   assign adderOut = flopOut + 4;
  assign imem_addr_F = flopOut;
endmodule
module flopr #(parameter SIZE = 64) (input logic clk,input logic reset,
                                     input logic [SIZE-1:0]d,
                                     output logic [SIZE-1:0]q
                                    );
  always_ff @(posedge clk, posedge reset)
    if (reset) q <= '0;
    else q <= d;
endmodule
module mux2 #(parameter size = 64)(input logic [size - 1:0] d0,d1, 
        input logic       s0,
        output logic [size - 1:0]  y);
  assign y = s0 ? d1 : d0;
endmodule
==> ./run.sh <==
#!/bin/bash
# OpenROAD 26Q1-2900-gdf79404cd8, Yosys 0.63+post, stock flow scripts
make -C /OpenROAD-flow-scripts/flow DESIGN_CONFIG=/design/flow/config.mk WORK_HOME=/design/flow/orfs finish
==> ./config.mk <==
export PLATFORM = sky130hd
export DESIGN_NAME = fetch
export DESIGN_NICKNAME = fetch
export VERILOG_FILES = /design/flow/design.v
export SDC_FILE = /design/flow/constraint.sdc
export NUM_CORES = 4
export LEC_CHECK = 1
export CORE_UTILIZATION = 30
==> ./constraint.sdc <==
current_design fetch

set clk_period 9.7
set clk_io_pct 0.2

create_clock -name clk0 -period $clk_period [get_ports {clk}]

set non_clock_inputs [all_inputs -no_clocks]
set_input_delay [expr $clk_period * $clk_io_pct] -clock clk0 $non_clock_inputs
set_output_delay [expr $clk_period * $clk_io_pct] -clock clk0 [all_outputs]
==> results.json <==
{
  "io-pin-count": 131,
  "ant_nets": 0,
  "crit_start": "flop.q[23]$_DFF_PP0_",
  "grt_pass1_vias": 3502,
  "fin_crit_ns": 3.27,
  "drc_errors": 0,
  "rsz0062_at_grt": "false",
  "hp-class": "reg -> reg",
  "fin_crit_sh_pct": 33.7,
  "viasPerCell": 5.19,
  "cp_num_cells": 1,
  "dr.pass1.iters": 5,
  "switching_share_pct": 25.3,
  "rrSetupSlack_ns": 6.87,
  "fin_skew_ns": 0.00336,
  "drive_above_1_share_pct": 6.04,
  "cts_tree": "done",
  "combPwrFrac_pct": 17.8,
  "grt_max_degree": 59,
  "reg2regPathDepth": 6,
  "tool_warnings": 25,
  "cts_root_buf": "clkbuf_16",
  "antennaDiodeCount": 0,
  "path_delay_family": "buffers and inverters",
  "hold_depth": 1,
  "nFillCells": 1188,
  "clock-sinks": 64,
  "edf_count": 0,
  "hold_viol_final": 0,
  "ys_cells": 438,
  "crit_buf_inv": 1,
  "postCtsResizedCells": 0,
  "fp_util_pct": 31.3,
  "cts_setup_buffers": 0,
  "cp-start-kind": "flop",
  "clockBufferDepth": 2,
  "slew_viol_final": 0,
  "cts_htree_levels": 3,
  "clock_power_share_pct": 39.4,
  "status": "completed",
  "report.final.setup_viol": 0,
  "postSynthCellCount": 438,
  "peakVddDrop_uv": 65.2,
  "first_iter_violations": 237,
  "cp_cell_sequence": "clkdlybuf4s50_1",
  "syn_area_per_cell_um2": 8.77,
  "crit_fanout": 7,
  "cts_hold_buf": 0,
  "setup_tns_ns": 0,
  "cap_violations": 0,
  "synth_cell_types": 50,
  "core_um2": 12300,
  "hold_slack_ns": 0.515,
  "gr-total-overflow": 0,
  "cp_data_required_time_ns": 7.76,
  "p_switching_uw": 196,
  "cpMaxStageDelayCell": "clkdlybuf4s50_1",
  "r2r_end": "flop.q[52]$_DFF_PP0_",
  "netlist_area_um2": 3840,
  "rows": 40,
  "internal-power_uw": 578,
  "end_kind": "primary output",
  "p_seq_share_pct": 42.8,
  "async_reset_ff_share_pct": 100,
  "yosysSeqAreaShare_pct": 41.7,
  "portBuffers": 130,
  "yosysWarnings": 1,
  "leakagePower_nw": 2.03,
  "wl_per_cell_um": 15.7,
  "ys.flop_type": "dfrtp_1",
  "grt_use_total_pct": 17.8,
  "numSynthFlops": 64,
  "power_density_nw_per_um2": 140,
  "mostFrequentLayoutCell": "clkdlybuf4s50_1",
  "largest_register_ffs": 64,
  "dieArea_um2": 13300,
  "place_congestion": 0.843,
  "r2r-start": "flop.q[2]$_DFF_PP0_",
  "area_growth_pct": 44.3,
  "worst_pin_slew_ns": 0.782,
  "regMostFlops": "flop.q",
  "clock.latency.late_pin_ns": 0.32,
  "clk_pin_slew_worst_paths_ns": 0.05,
  "layout_top_cells": "clkdlybuf4s50_1 (129), dfrtp_1 (64), nand2_1 (59), o21ai_0 (44), xnor2_1 (31)",
  "slowest_delay_ns": 0.53,
  "yosys-stat-area_um2": 3840,
  "fp.dieH_um": 115,
  "grt_antenna_before_repair": 0,
  "cts_made_buffers": 9,
  "max_clock_freq_ghz": 0.306,
  "wl_um": 11500,
  "num_vias": 3795,
  "worstPathArrival_ns": 1.33,
  "die_x_um": 115,
  "grt_first_pass_wirelength_um": 18200,
  "setup.worst_path.end": "imem_addr_F[23]",
  "place_hpwl_um": 8400,
  "relSlewSlack_pct": 47.4,
  "top_regs": "flop.q: 64 flops",
  "critPathKind": "reg -> out"
}
[power by group through the flow]
| stage | clock network (mW) | logic (mW) | registers, mW |
|---|---|---|---|
| global route | 0.324 | 0.153 | 0.336 |
| finish | 0.305 | 0.138 | 0.331 |
| CTS | 0.312 | 0.140 | 0.331 |
[layout make-up]
cell class,count,area (µm²),area share [%]
sequential,64,1600,28.9
timing repair buffer,133,1320,23.8
multi-input combinational,343,2100,37.9
inverter,7,26.3,0.474
clock buffer,13,270,4.88
tap,168,210,3.79
clock inverter,3,15.0,0.271
[metal layers]
metal | track usage, % | part of all wire (%)
met5 | 0 | 0
met3 | 3.59 | 7.4
met2 | 26.4 | 45
met4 | 2.16 | 1.3
met1 | 28.3 | 47
[per-stage QoR]
stage | cell area, µm² | worst slack (ns) | utilization, % | total power [mW] | instances
2_1_floorplan | 3840 | 6.16 | - | 0.377 | 438
3_3_place_gp | 5260 | 6.14 | 42.9 | 0.472 | 715
3_5_place_dp | 5260 | 6.10 | 42.9 | 0.475 | 715
4_1_cts | 5540 | 6.42 | 45.2 | 0.784 | 731
5_1_grt | 5540 | 6.26 | 45.2 | 0.813 | 731
6_report | 5540 | 6.43 | 45.2 | 0.774 | 731
[how the worst min path moves through the flow]
| stage | from | end | slack, ns |
|---|---|---|---|
| 6_report | flop.q[1]$_DFFE_PP0P_ | flop.q[1]$_DFFE_PP0P_ | 0.51 |
| 5_1_grt | flop.q[1]$_DFFE_PP0P_ | flop.q[1]$_DFFE_PP0P_ | 0.53 |
| 4_1_cts | flop.q[1]$_DFFE_PP0P_ | flop.q[1]$_DFFE_PP0P_ | 0.52 |
[synth_stat cells (2+ instances only)]
master	count	share of area, %
xor2_1	9	2.1
clkbuf_1	18	1.8
a31o_2	2	0.46
or3_1	5	0.81
or3_2	2	0.39
or4_1	6	1.2
mux2_2	3	0.88
inv_1	7	0.68
nor2b_1	2	0.33
o21ai_0	44	5.7
nor4_1	24	3.9
o31ai_1	5	0.98
xnor2_1	31	7.1
dfrtp_1	64	42
buf_2	2	0.26
buf_6	2	0.59
nand2_1	59	5.8
and4_1	9	2.1
a31oi_1	11	1.8
nand3_1	30	3.9
nand4_1	22	3.6
nor2_1	24	2.3
and2_1	5	0.81
nor3b_1	5	0.98
and3_1	11	1.8
nor3_1	7	0.91
a221o_1	6	1.6
[cell families (layout without fill, tap and decap cells)]
group | Yosys count | count (layout) | synth area share, %
AND-OR/OR-AND | 76 | 76 | 12.2
adder cells (fa/ha/maj) | 1 | 1 | 0.326
multiplexers | 4 | 4 | 1.14
XOR/XNOR | 40 | 40 | 9.12
flip-flops | 64 | 64 | 41.7
buffers and inverters | 31 | 156 | 3.58
AND/OR/NAND/NOR | 222 | 222 | 31.9
Power is estimated from default activity; no workload was simulated.
