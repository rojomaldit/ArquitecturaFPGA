$ cat run.sh
#!/bin/bash
# OpenROAD 26Q1-2900-gdf79404cd8, Yosys 0.63+post, stock flow scripts
make -C /OpenROAD-flow-scripts/flow DESIGN_CONFIG=/design/flow/config.mk WORK_HOME=/design/flow/orfs finish
$ cat config.mk
export PLATFORM = sky130hd
export DESIGN_NAME = execute
export DESIGN_NICKNAME = execute
export VERILOG_FILES = /design/flow/design.v
export SDC_FILE = /design/flow/constraint.sdc
export NUM_CORES = 4
export LEC_CHECK = 1
export CORE_AREA = 10 10 229 229
export DIE_AREA = 0 0 239 239
$ cat constraint.sdc
current_design execute

set clk_period 29.6
set clk_io_pct 0.2

create_clock -name clk0 -period $clk_period

set non_clock_inputs [all_inputs -no_clocks]
set_input_delay [expr $clk_period * $clk_io_pct] -clock clk0 $non_clock_inputs
set_output_delay [expr $clk_period * $clk_io_pct] -clock clk0 [all_outputs]
$ cat design.v
module alu #(parameter SIZE = 64) (input logic [SIZE-1:0]a,  
                        input logic [SIZE-1:0]b,  
                        input logic [3:0]ALUControl,
                        output logic [SIZE-1: 0]result,
                        output logic zero);
  logic [SIZE-1:0] y;
  always_comb 
  case (ALUControl)
    4'b0000: y = a&b;
    4'b0001: y = a|b; 
    4'b0010: y = a+b;
    4'b0110: y = a-b;
    4'b0111: y = b;
    4'b1100: y = ~(a|b);
    default: y = 0;
  endcase
  assign result = y;
  assign zero  = ~(|y);
endmodule 
  module execute #(parameter size = 64)( input logic AluSrc,
                    input logic[3:0] AluControl,
                    input logic[size-1:0] PC_E, signImm_E, readData1_E, readData2_E,
                    output logic[size-1:0] PCBranch_E, aluResult_E, writeData_E, 
                    output logic zero_E);
    logic[63:0] muxOut;
    assign writeData_E = readData2_E;
    mux2 _mux(readData2_E, signImm_E, AluSrc, muxOut);
    alu _alu(readData1_E, muxOut, AluControl, aluResult_E, zero_E);
    assign PCBranch_E = (signImm_E <<< 2) + PC_E;
endmodule
module mux2 #(parameter size = 64)(input logic [size - 1:0] d0,d1, 
        input logic       s0,
        output logic [size - 1:0]  y);
  assign y = s0 ? d1 : d0;
endmodule
==> run_results.csv <==
group,metric,value,unit
outcome,status,"complete, no violations",
yosys,ys_seq_frac,0,
place,dpl-instance-area,0.0178,mm^2
grt,grt_pass1_vias,16338,
yosys,syn_area_per_cell,6.72,um^2
cells_and_area,utilization,0.375,
cells_and_area,final_cell_mix,"clkdlybuf4s50_1, a21oi_1, nand2_1, o21ai_0, nor2_1",
power_and_ir_drop,p_leak,6.97,nW
detailed_routing,ant_nets,0,
sta,finalSetupViolCount,0,
die,fp.dieH,239,um
yosys,synth_cells,1988,
die,chipArea,0.0571,mm^2
critical_path,cp_max_fo,42,
critical_path,endpoint_kind,"primary output",
yosys,yosysWarnings,1,
yosys,yosysUniqueCellTypes,88,
die,rows,80,
run,warnings,34,
detailed_routing,drt_iter0_drc,1343,
cells_and_area,final.clkbuf_count,0,
critical_path,crit_slowest_cell,"or4b_2",
cells_and_area,regArea,0,um^2
cells_and_area,final_cells,2904,
grt,grt_max_degree,52,
power_and_ir_drop,ir_drop,0.00000995,V
die,initial_core_util,0.281,
place,gp_congestion,1.03,
detailed_routing,vias_per_cell,5.79,
cells_and_area,fin_area,0.0178,mm^2
grt,grt_util_all_layers,0.251,
sta,hold_viol_final,0,
grt,grt_overflow,0,
die,core,0.0475,mm^2
place,hpwl,63.4,mm
cells_and_area,drive_above_1_share,0.0380,
critical_path,path_buffers,3,
place,dp_cells,2903,
clock_tree,post_cts_resized,0,
sta,maxSlewViolCount,0,
power_and_ir_drop,power.density,24.6,mW/mm^2
detailed_routing,drc_errors,0,
critical_path,cp.depth,27,
grt,antenna_found_initial,4,
die,die_width,239,um
critical_path,path_class,"primary input to primary output",
detailed_routing,wl,74.4,mm
run,max-cap-violations,0,
clock_tree,post-cts-setup-buffers,0,
clock_tree,hold_buffers,0,
sta,setup_tns,0,ns
sta,fin_crit_sh,0.670,
sta,slew-limit-headroom,0.427,
detailed_routing,via_count,16817,
critical_path,crit_family,"simple AND/OR/NAND/NOR gates",
cells_and_area,syn2layout_area_growth,33.4,%
power_and_ir_drop,fin_total_pwr,0.438,mW
cells_and_area,lay_top_count,"clkdlybuf4s50_1",
yosys,yosys_area,0.0134,mm^2
cells_and_area,flops,0,
yosys,ys_cells,1988,
die,num_io_pins,454,
critical_path,max_stage_delay,0.71,ns
place,io_buffers,450,
detailed_routing,drtPass1Iterations,5,
sta,worst_pin_slew,0.836,ns
worst_hold_path,hold_path.class,"primary input to primary output",
critical_path,arrival,13.91,ns
sta,max_freq,50.4,MHz
sta,fin_crit,19.83,ns
critical_path,worstPathRequired,23.68,ns
detailed_routing,wl_per_cell,25.6,um
yosys,synthesis.area,0.0134,mm^2
critical_path,critPathCapture,"zero_E",
grt,grt_pass1_wl,107,mm
critical_path,crit_start,"AluSrc",
critical_path,start_kind,"primary input",
sta,rsz0062_at_grt,"no",
[cells in the mapped netlist, types with 8 or more instances]
cell      count  area share
nor3_1       62       0.023
nand3_1      44       0.016
or3_1        37       0.017
nand3b_1      8      0.0045
ha_1        127        0.12
o21ai_0     141       0.053
nand2_1     142       0.040
or4_1         9      0.0051
a31oi_1      18      0.0084
inv_1        96       0.027
nor2b_1      24       0.011
o21bai_1     30       0.017
nand2b_1     24       0.011
buf_4        66       0.037
a22oi_1      27       0.015
a211oi_1     13      0.0073
mux2i_1      51       0.038
clkbuf_1     85       0.024
o31ai_1      21       0.012
buf_1         9      0.0025
nand4_1      49       0.023
o22ai_1      22       0.010
a41oi_1       8      0.0052
xor2_1       32       0.021
mux2_2       18       0.015
a21o_1       52       0.029
and3_1       19      0.0089
nor2_1      132       0.037
o211ai_1     16      0.0090
nor4_1       17      0.0080
a21oi_1     188       0.070
and2_1       13      0.0061
and4_1        8      0.0052
a22o_1       21       0.014
maj3_1       51       0.038
a211o_1      10      0.0066
xnor2_1     125       0.082
o21a_1       33       0.019
[worst min-delay path by stage]
stage / start / endpoint / cells after the start
after CTS: PC_E[0] / PCBranch_E[0] / 0
final: PC_E[0] / PCBranch_E[0] / 0
after global routing: PC_E[0] / PCBranch_E[0] / 0
[cell type report]
cell class                 count  area [um^2]
fill                        4902        29700
multi-input combinational   1719        12000
tap                          615          769
inverter                      98          368
timing repair buffer         471         4650
antenna                        1         2.50
[layer usage]
layer,up-vias,GRT usage,part of all wire
met5,-,0,0.00046
met4,6,0.0783,0.037
met3,124,0.0473,0.078
met2,816,0.446,0.49
met1,7890,0.298,0.40
li1,7981,-,-
[report_power, final]
| part | switching [mW] | total, mW | internal [mW] |
|---|---|---|---|
| Clock | 0 | 0.00000000452 | 0.00000000452 |
| Combinational | 0.235 | 0.438 | 0.203 |
| Sequential | 0 | 0 | 0 |
| Total | 0.235 | 0.438 | 0.203 |
[stage by stage]
step / worst slack [ns] / hold WS (ns)
floorplan: 12.06 / 11.91
global placement: 9.86 / 11.84
detailed placement: 9.93 / 11.84
CTS: 9.90 / 11.84
global route: 9.17 / 11.84
finish: 9.77 / 11.84
[cell families (layout without fill, tap and decap cells)]
logic type                 Yosys count  in the layout  share of synthesized area
AOI/OAI and AO/OA                  673            673                      0.325
xor gates and xnor gates           157            157                      0.103
adders and majority gates          185            185                      0.164
buffers and inverters              269            569                     0.0998
muxes                               78             78                     0.0649
other                                0              1                          0
and+or+nand+nor                    626            626                      0.243
No activity file was given, so power comes from the tool's default toggle rates.
